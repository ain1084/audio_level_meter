### design/flow/constraint.sdc
current_design stp16cpc26

set clk_period 4.4
set clk_io_pct 0.2

create_clock -name clk0 -period $clk_period [get_ports {clk}]

set non_clock_inputs [all_inputs -no_clocks]
set_input_delay [expr $clk_period * $clk_io_pct] -clock clk0 $non_clock_inputs
set_output_delay [expr $clk_period * $clk_io_pct] -clock clk0 [all_outputs]
### design/flow/config.mk
export PLATFORM = sky130hd
export DESIGN_NAME = stp16cpc26
export DESIGN_NICKNAME = stp16cpc26
export VERILOG_FILES = /design/flow/design.v
export SDC_FILE = /design/flow/constraint.sdc
export NUM_CORES = 4
export LEC_CHECK = 1
export CORE_UTILIZATION = 40
### design/flow/run.sh
#!/bin/bash
# OpenROAD 26Q1-2900-gdf79404cd8, Yosys 0.63+post, stock flow scripts
make -C /OpenROAD-flow-scripts/flow DESIGN_CONFIG=/design/flow/config.mk WORK_HOME=/design/flow/orfs finish
### design/flow/design.v
`default_nettype none
module stp16cpc26 #(parameter width = 32, dynamic_drive_interval = 1)
    (input wire reset,
     input wire clk,
     input wire i_valid,
     output wire i_ready,
     input wire [width-1:0] i_data,
     output reg stp16_le,
     output reg stp16_noe,
     output reg stp16_clk,
     output reg stp16_sdi);
    reg [1:0] state;
    reg [$clog2(width)-1:0] count;
    wire [$clog2(width)-1:0] count_last = width - 1;
    reg [width-1:0] current_data;
    reg [width-1:0] loaded_data;
    reg [dynamic_drive_interval-1:0] dynamic_drive_count;
    reg is_loaded;
    assign i_ready = !is_loaded;
    always @(posedge clk or posedge reset) begin
        if (reset) begin
            stp16_clk <= 1'b0;
            stp16_sdi <= 1'b0;
            stp16_le <= 1'b0;
            stp16_noe <= 1'b1;
            count <= 0;
            state <= 2'b00;
            current_data <= 0;
            dynamic_drive_count <= 2'b00;
            is_loaded <= 1'b0;
            loaded_data <= 0;
        end else begin
            if (i_valid && i_ready) begin
                is_loaded <= 1'b1;
                loaded_data <= i_data;
            end
            stp16_sdi <= current_data[width-1] & &dynamic_drive_count;
            case (state)
                2'b00: begin
                    stp16_clk <= 1'b0;
                    stp16_le <= 1'b0;
                    if (is_loaded) begin
                        current_data <= loaded_data;
                        is_loaded <= 1'b0;
                        state <= 2'b01;
                    end else begin
                        state <= 2'b00;
                    end
                end
                2'b01: begin
                    stp16_clk <= 1'b1;
                    current_data <= current_data[width-2:0] << 1'b1;
                    count <= count + 1'b1;
                    if (count == count_last) begin
                        stp16_le <= 1'b1;
                        stp16_noe <= 1'b0;
                        state <= 2'b00;
                    end else begin
                        dynamic_drive_count <= dynamic_drive_count + 1'b1;
                        stp16_le <= 1'b0;
                        state <= 2'b10;
                    end
                end
                2'b10: begin
                    stp16_clk <= 1'b0;
                    stp16_le <= 1'b0;
                    state <= 2'b01;
                end
            endcase
        end
    end
endmodule
==> job_summary.md <==
### Flow metrics

| Metric | Value |
|---|---|
| Setup-failing EPs final | `0` |
| Detailed placement HPWL | `3.91 mm` |
| Clock latency on the worst-skew pair | `0.34 ns` |
| Synthesis area per yosys | `3450 µm²` |
| Pre-CTS WS | `1.55 ns` |
| GRT Resource Usage Total | `16.7%` |
| Layout area overhead | `19.6%` |
| Share of cells above drive strength 1 | `27.6%` |
| Slowest stage cell, crit path | `nor2b_2` |
| Yosys cell types | `36` |
| HP Class | `register to register` |
| Register share after synthesis | `56.7%` |
| Synth warn | `1` |
| Commonest cells in the netlist | `dfrtp_1, mux2_2, inv_1` |
| Critical Setup Path Class | `input pin to register` |
| Number of enable flip-flop cells | `0` |
| Postcts setup bufs | `0` |
| CP endpoint kind | `register` |
| Hold slack | `0.470 ns` |
| Via count | `2197` |
| Max H-tree Level | `3` |
| Pins over their slew limit | `0` |
| Final Cell Area | `4120 µm²` |
| OpenROAD warning count | `25` |
| Period minus WS final | `2.48 ns` |
| Fillers | `753` |
| Overall die height | `94.8 µm` |
| Setup TNS | `0 ns` |
| GR peak layer | `met1` |
| Routed Antenna Nets | `0` |
| Yosys stat cell total | `270` |
| Cells after synthesis | `270` |
| Synth Area per Inst | `12.8 µm²` |
| Met1 Use GR | `28.8%` |
| Hold buffer count at CTS | `0` |
| Maximum clock path buffer count | `2` |
| Slew headroom | `36.4%` |
| Largest net degree at the start of global routing | `35` |
| Floorplan utilization | `41.7%` |
| Routed len/inst | `15.2 µm` |
| Reg clk slew, reported paths | `0.08 ns` |
| Area contributors post-synth | `dfrtp_1, mux2_2, a221oi_2` |
| Peak VDD IR | `0.000177 V` |
| # DRC | `0` |
| Routed wire length | `6.36 mm` |
| Met3 Usage GRT | `3.27%` |
| DRT iter0 DRCs | `131` |
| Top cell type by instance count after synthesis | `dfrtp_1` |
| First-pass GRT wire length | `11.3 mm` |
| Placer Congestion | `0.735` |
| Number of buffers created by CTS | `9` |
| CTS tree | `yes` |
| CTS Sinks | `78` |
| Synth flops | `78` |
| Root Buffer | `clkbuf_8` |
| First-pass DRT Iterations | `4` |
| Commonest flop | `dfrtp_1` |
| Power Dens Cells | `397 nW/µm²` |
| WP data arrival | `2.71 ns` |
| Standard-cell rows | `33` |
| CP top delay family | `simple AND/OR/NAND/NOR gates` |
| Final Hold Violation Tally | `0` |
| Period utilization | `56.4%` |
| Global Route met2 Usage | `23.4%` |
| Max-cap violations | `0` |
| Worst setup margin | `1.92 ns` |
| Die X | `94.8 µm` |
| Chip Area | `8990 µm²` |
| RSZ-0062 raised after global routing | `no` |
| Synthesized cell area | `3450 µm²` |
| PortBufs | `39` |
| Inserted Diodes | `0` |
| Crit-path max FO | `18` |
| Status | `completed` |
| Top-area cell share | `55.2%` |
| Async SR Flop Fraction | `100%` |
| Crit-path max cell delay | `0.77 ns` |
| Clk_skew | `0.00645 ns` |
| Initial antenna violation count | `0` |
| Vias in the first global route | `2317` |
| Worst Tran Pin Value | `0.950 ns` |
| CP cell instances | `clkdlybuf4s50_1 > nor2b_2 > buf_12 > mux2_2` |
| Vias per cell | `5.27` |
| Post-DP Area | `3910 µm²` |
| Achievable Freq | `403 MHz` |
| Startpoint Class | `input pin` |
| Cell type with the largest total area | `dfrtp_1` |
| Leakage | `0.00175 µW` |
| I/O pins | `40` |
| Req. time, crit path | `4.63 ns` |
| Remaining global-route overflow | `0` |
| PostCTS Resize Cnt | `0` |
| Core outline area | `8260 µm²` |
| Buffers and inverters on the worst path | `2` |
## kinds of logic after synthesis
logic type	count (synthesis)	share of synthesized area [%]
multiplexers	34	11.1
XOR/XNOR	4	1.02
buffers and inverters	44	6.32
AND/OR/NAND/NOR	48	6.72
adder cells (fa/ha/maj)	2	0.726
flip-flops	78	56.7
AND-OR/OR-AND	60	17.4
## worst reg2reg max path: cells and delay by family, from the launching register on
kind / cells / cell delay, ns
buf+inv: 1 / 0.36
compound gates: 2 / 0.40
simple gates: 1 / 0.50
flops: 1 / 0.93
## state kept, by name (all words and copies together) (netlist names)
register and count:
count 5, stp16_clk 1, loaded_data 32, stp16_sdi 1, stp16_noe 1, dynamic_drive_count 1, current_data 32, stp16_le 1
state 3, is_loaded 1
## final cells by class
cell class,count,area (µm²),share of cell area [%]
inverters,25,93.8,2.28
clock inverters,6,87.6,2.12
clock buffers,10,128,3.09
well taps,105,131,3.19
flip-flops and latches,78,1950,47.4
repair buffers,45,448,10.9
multi-input cells,148,1280,31.1
## routing by layer
layer | wire [µm] | part of all wire [%]
met5 | 0 | 0
met4 | 57 | 0.90
met1 | 3150 | 50
met3 | 298 | 4.7
met2 | 2850 | 45
## metrics by stage
stage / utilization [%] / std cells / power, µW
6_report: 49.9 / 417 / 1640
5_1_grt: 49.9 / 417 / 1720
4_1_cts: 49.9 / 417 / 1660
3_5_place_dp: 47.3 / 401 / 1080
3_3_place_gp: 47.3 / 401 / 1070
2_1_floorplan: - / 270 / 1010
## layout by cell type (no fill, tap or decap), drive strengths merged
| master | count |
|---|---|
| a211oi | 1 |
| a21boi | 1 |
| a21o | 1 |
| a21oi | 2 |
| a221oi | 21 |
| a2bb2oi | 1 |
| and2 | 2 |
| and3 | 2 |
| buf | 6 |
| bufinv | 2 |
| clkbuf | 10 |
| clkdlybuf4s50 | 39 |
| clkinv | 1 |
| clkinvlp | 3 |
| dfrtp | 76 |
| dfstp | 2 |
| ha | 2 |
| inv | 25 |
| mux2 | 34 |
| nand2 | 6 |
| nand2b | 2 |
| nand3b | 2 |
| nand4 | 1 |
| nor2 | 23 |
| nor2b | 1 |
| nor3 | 1 |
| o221a | 10 |
| o22a | 1 |
| o22ai | 22 |
| or3 | 8 |
| xnor2 | 2 |
| xor2 | 2 |
## where the power goes
group          total [µW]  switching [µW]  internal (µW)  leakage, µW
combinational         170            48.6            121     0.000643
sequential            890            59.0            831      0.00101
clock                 578             260            319    0.0000985
## final timing paths
path / startpoint / to / slack [ns] / cells after the start
max: i_valid / loaded_data[18] / 1.92 / 4
min: count[3] / count[3] / 0.47 / 1
max reg2reg: state[0] / current_data[19] / 2.11 / 4
min reg2reg: count[3] / count[3] / 0.47 / 1
max in group asynchronous: reset / state[0] / 2.54 / 3
min in group asynchronous: reset / current_data[9] / 0.99 / 2
Power and IR drop assume default switching activity.
