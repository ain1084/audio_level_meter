File: /design/flow/run.sh
#!/bin/bash
# OpenROAD 26Q1-2900-gdf79404cd8, Yosys 0.63+post, stock flow scripts
make -C /OpenROAD-flow-scripts/flow DESIGN_CONFIG=/design/flow/config.mk WORK_HOME=/design/flow/orfs finish
File: /design/flow/config.mk
export PLATFORM = sky130hd
export DESIGN_NAME = audio_level_meter_channel
export DESIGN_NICKNAME = audio_level_meter_channel
export VERILOG_FILES = /design/flow/design.v
export SDC_FILE = /design/flow/constraint.sdc
export NUM_CORES = 4
export LEC_CHECK = 1
export CORE_UTILIZATION = 40
File: /design/flow/constraint.sdc
current_design audio_level_meter_channel

set clk_period 38.5
set clk_io_pct 0.2

create_clock -name clk0 -period $clk_period [get_ports {clk}]

set non_clock_inputs [all_inputs -no_clocks]
set_input_delay [expr $clk_period * $clk_io_pct] -clock clk0 $non_clock_inputs
set_output_delay [expr $clk_period * $clk_io_pct] -clock clk0 [all_outputs]
File: /design/flow/design.v
`default_nettype none
module audio_level_meter_channel #(parameter indicator_width = 32, sample_rate = 44100, peak_hold_time_ms = 10000, section_sample_count = 32, buffer_depth = 64) (
    input wire reset,
    input wire clk,
    input wire i_valid,
    output wire i_ready,
    input wire [15:0] i_value,
    output wire o_valid,
    input wire o_ready,
    output wire [indicator_width-1:0] o_array);
    wire min_max_value_valid;
    wire min_max_value_ready;
    wire [15:0] min_value;
    wire [15:0] max_value;
    section_min_max #(.sample_count(section_sample_count)) section_min_max_(
        .reset(reset),
        .clk(clk),
        .i_valid(i_valid),
        .i_ready(i_ready),
        .i_value({ ~i_value[15], i_value[14:0] }),	 
        .o_valid(min_max_value_valid),
        .o_ready(min_max_value_ready),
        .o_min_value(min_value),
        .o_max_value(max_value)
    );
    wire diff_value_valid;
    wire diff_value_ready;
    wire [15:0] diff_value;
    section_min_max_buffer #(.width(16), .buffer_depth(buffer_depth)) min_max_buffer_(
        .reset(reset),
        .clk(clk),
        .i_valid(min_max_value_valid),
        .i_ready(min_max_value_ready),
        .i_min_value(min_value),
        .i_max_value(max_value),
        .o_valid(diff_value_valid),
        .o_ready(diff_value_ready),
        .o_value(diff_value)
    );
    wire position_valid;
    wire position_ready;
    wire [$clog2(indicator_width)-1:0] position;
    pcm_to_position pcm_position_(
        .reset(reset),
        .clk(clk),
        .i_valid(diff_value_valid),
        .i_ready(diff_value_ready),
        .i_value(diff_value),
        .o_valid(position_valid),
        .o_ready(position_ready),
        .o_position(position)
    );
    localparam peak_hold_count = (sample_rate * peak_hold_time_ms) / (section_sample_count * 1000);
    position_to_array #(.width(indicator_width), .peak_hold_count(peak_hold_count)) position_to_array(
        .reset(reset),
        .clk(clk),
        .i_valid(position_valid),
        .i_ready(position_ready),
        .i_position(position),
        .o_valid(o_valid),
        .o_ready(o_ready),
        .o_array(o_array)
    );
endmodule
`default_nettype none
module pcm_to_position(
    input wire reset,
    input wire clk,
    input wire i_valid,
    output reg i_ready,
    input wire [15:0] i_value,
    output reg o_valid,
    input wire o_ready,
    output wire [4:0] o_position);
    reg [15:0] data;
    reg [4:0] index;
    assign o_position = index;
    wire [15:0] values[0:31];    
    assign values[0] = 16'd2;
    assign values[1] = 16'd261;
    assign values[2] = 16'd655;
    assign values[3] = 16'd1646;
    assign values[4] = 16'd2609;
    assign values[5] = 16'd4135;
    assign values[6] = 16'd6554;
    assign values[7] = 16'd8250;
    assign values[8] = 16'd10387;
    assign values[9] = 16'd13076;
    assign values[10] = 16'd16462;
    assign values[11] = 16'd20724;
    assign values[12] = 16'd23253;
    assign values[13] = 16'd26090;
    assign values[14] = 16'd29273;
    assign values[15] = 16'd32845;
    assign values[16] = 16'd36853;
    assign values[17] = 16'd41350;
    assign values[18] = 16'd43800;
    assign values[19] = 16'd46395;
    assign values[20] = 16'd49144;
    assign values[21] = 16'd50579;
    assign values[22] = 16'd52056;
    assign values[23] = 16'd53576;
    assign values[24] = 16'd55141;
    assign values[25] = 16'd56751;
    assign values[26] = 16'd58408;
    assign values[27] = 16'd59769;
    assign values[28] = 16'd61161;
    assign values[29] = 16'd62585;
    assign values[30] = 16'd64043;
    assign values[31] = 16'd65535;	
    always @(posedge clk or posedge reset) begin
        if (reset) begin
            data <= 0;
            index <= 0;
            i_ready <= 1'b1;
            o_valid <= 1'b0;
        end else if (i_valid && i_ready) begin
            data <= i_value;
            index <= 0;
            i_ready <= 1'b0;
        end else if (o_valid) begin
            if (o_ready) begin
                o_valid <= 1'b0;
                i_ready <= 1'b1;
            end
        end else if (!i_ready)
            if (values[index] >= data)
                o_valid <= 1'b1;
            else
                index <= index + 1'b1;
    end
endmodule
`default_nettype none
module position_to_array #(parameter width = 32, peak_hold_count = 1000)(
    input wire reset,
    input wire clk,
    input wire i_valid,
    output reg i_ready,
    input wire [$clog2(width)-1:0] i_position,
    output reg o_valid,
    input wire o_ready,
    output wire [width-1:0] o_array);
    localparam width_bits = $clog2(width);
    reg [width_bits-1:0] peak_hold;
    reg [width_bits-1:0] max_position;
    reg [$clog2(peak_hold_count+1)-1:0] peak_hold_sample_count;
    reg [width_bits-1:0] cur_position;
    reg [width_bits-1:0] cur_peak_hold;
    reg [width_bits-1:0] count;
    wire [width_bits-1:0] count_last = width - 1;
    reg [width-1:0] array;
    assign o_array = array;
    always @(posedge clk or posedge reset) begin
        if (reset) begin
            i_ready <= 1'b1;
            o_valid <= 1'b0;
            peak_hold <= 0;
            max_position <= 0;
            peak_hold_sample_count <= 0;
            cur_position <= 0;
            cur_peak_hold <= 0;
            array <= 0;
            count <= 0;
        end else if (i_valid && i_ready) begin
            if (i_position >= peak_hold || peak_hold_sample_count == 0) begin
                peak_hold <= i_position > max_position ? i_position : max_position;
                peak_hold_sample_count <= peak_hold_count;
                cur_peak_hold <= i_position;
                max_position <= i_position;
            end else begin
                peak_hold_sample_count <= peak_hold_sample_count - 1'b1;
                cur_peak_hold <= peak_hold;
                max_position <= max_position < i_position ? i_position : max_position;
            end
            cur_position <= i_position;
            count <= 0;
            i_ready <= 1'b0;
        end else if (o_valid) begin
            if (o_ready) begin
                o_valid <= 1'b0;
                i_ready <= 1'b1;
            end
            count <= 0;
        end else if (!i_ready) begin
            count <= count + 1'b1;
            array <= { count == cur_peak_hold || count <= cur_position, array[width-1:1] };
            if (count == count_last) begin
                o_valid <= 1'b1;
            end
        end
    end
endmodule
`default_nettype none
module section_min_max #(parameter width = 16, sample_count = 16)(
    input wire reset,
    input wire clk,
    input wire i_valid,
    output wire i_ready,
    input wire [width-1:0] i_value,
    output reg o_valid,
    input wire o_ready,
    output reg [width-1:0] o_min_value,
    output reg [width-1:0] o_max_value);
    reg [$clog2(sample_count)-1:0] count;
    wire [$clog2(sample_count)-1:0] count_last = sample_count - 1'b1;
    assign i_ready = !o_valid;
    always @(posedge clk or posedge reset) begin
        if (reset) begin
            o_valid <= 1'b0;
            count <= 0;
            o_max_value <= 0;
            o_min_value <= -1;
        end else begin
            if (i_valid && i_ready) begin
                o_max_value <= o_max_value < i_value ? i_value : o_max_value;
                o_min_value <= o_min_value > i_value ? i_value : o_min_value;
                count <= (count == count_last) ? 1'b0 : count + 1'b1;
                if (count == count_last)
                    o_valid <= 1'b1;
            end else if (o_valid && o_ready) begin
                o_max_value <= 0;
                o_min_value <= -1;
                o_valid <= 1'b0;
            end
        end
    end
endmodule
`default_nettype none
module section_min_max_buffer #(parameter width = 16, buffer_depth = 128)(
    input wire reset,
    input wire clk,
    input wire i_valid,
    output reg i_ready,
    input wire [width-1:0] i_min_value,
    input wire [width-1:0] i_max_value,
    output reg o_valid,
    input wire o_ready,
    output reg [width-1:0] o_value);
    localparam buffer_depth_bits = $clog2(buffer_depth * 2);
    wire [buffer_depth_bits - 1:0] buffer_depth_last = buffer_depth * 2 - 1;
    wire [buffer_depth_bits - 1:0] buffer_depth_boundary_last = buffer_depth * 2 - 2;
    reg [buffer_depth_bits - 1:0] buffer_ad;
    wire [buffer_depth_bits - 1:0] next_buffer_ad = (buffer_ad == buffer_depth_last) ? 1'd0 : buffer_ad + 1'd1;
    wire [width - 1:0] buffer_rd;
    reg [width - 1:0] buffer_wd;
    reg buffer_we;
    single_port_ram #(.width(width), .size(buffer_depth * 2)) ram_(
        .clk(clk),
        .addr(buffer_ad),
        .read_data(buffer_rd),
        .write_en(buffer_we),
        .write_data(buffer_wd)
    );
    reg [buffer_depth_bits - 1:0] next_write_ad;
    reg [width - 1:0] max_value;
    reg [width - 1:0] min_value;
    reg [2:0] state;
    reg is_filled;
    always @(posedge clk or posedge reset) begin
        if (reset) begin
            buffer_ad <= 0;
            buffer_wd <= 0;
            buffer_we <= 1'b0;
            max_value <= 0;
            min_value <= -1;
            state <= 2'b00;
            next_write_ad <= 0;
            i_ready <= 1'b1;
            o_value <= 0;
            o_valid <= 1'b0;
            is_filled <= 1'b0;
        end else
            case (state)
            3'b000: begin
                buffer_wd <= i_max_value;
                if (i_valid) begin
                    min_value <= i_min_value;
                    buffer_we <= 1'b1;
                    i_ready <= 1'b0;
                    state <= 3'b001;
                end
            end
            3'b001: begin
                i_ready <= 1'b0;
                buffer_wd <= min_value;
                buffer_ad <= buffer_ad + 1'b1;
                buffer_we <= 1'b1;
                state <= 3'b010;
            end
            3'b010: begin
                buffer_we <= 1'b0;
                buffer_wd <= 0;
                buffer_ad <= next_buffer_ad;
                max_value <= 0;
                min_value <= -1;
                if (!is_filled && buffer_ad != buffer_depth_last) begin
                    i_ready <= 1'b1;
                    state <= 3'b000;
                end else begin
                    i_ready <= 1'b0;
                    state <= 3'b011;
                end
            end
            3'b011: state <= 3'b100;
            3'b100: begin
                buffer_we <= 1'b0;
                buffer_wd <= 0;
                max_value <= max_value > buffer_rd ? max_value : buffer_rd;
                buffer_ad <= buffer_ad + 1'b1;
                i_ready <= 1'b0;
                state <= 3'b101;
            end
            3'b101: begin
                buffer_we <= 1'b0;
                buffer_wd <= 0;
                min_value <= min_value < buffer_rd ? min_value : buffer_rd;
                buffer_ad <= next_buffer_ad;
                i_ready <= 1'b0;
                state <= 3'b110;
            end
            3'b110: begin
                buffer_we <= 1'b0;
                buffer_wd <= 0;
                i_ready <= 1'b0;
                if (buffer_ad != next_write_ad)
                    state <= 3'b100;
                else begin
                    o_value <= max_value - min_value;
                    o_valid <= 1'b1;
                    state <= 3'b111;
                end
            end
            3'b111: begin
                buffer_we <= 1'b0;
                buffer_wd <= 0;
                if (o_ready) begin
                    is_filled <= 1'b1;
                    buffer_ad <= next_write_ad;
                    next_write_ad <= (next_write_ad == buffer_depth_boundary_last) ? 1'b0 : (next_write_ad + 2'd2);
                    o_valid <= 1'b0;
                    i_ready <= 1'b1;
                    state <= 3'b000;
                end
            end
            endcase
    end
endmodule
`default_nettype none
module single_port_ram #(parameter width = 16, size = 256)(
    input wire clk,
    input wire [$clog2(size) - 1:0] addr,
    output reg [width - 1:0] read_data,
    input wire write_en,
    input wire [width - 1:0] write_data);
    reg [width-1:0] mem [size - 1:0];
    always @(posedge clk) begin
        if (write_en)
            mem[addr] <= write_data;
        read_data <= mem[addr];
    end
endmodule
==> flow_summary.toml <==
# synthesis and place-and-route metrics
[yosys]
aoi_share = 0.0921
mux_share = 0.0978
synthAdderAreaFrac = 0.0164
ff_type = "edfxtp_1"
netlist_instances = 5704
ys_ff = 2287
ys_sh_xor = 0.00302
area_leaders = "edfxtp_1 66%, dfrtp_1 5.0%, mux4_2 4.1%"
yosysTopAreaCell = "edfxtp_1"
netlist_logic_family_top = "multiplexers"
simple_gate_share = 0.0414
syn_avg_cell_area_um2 = 16.3
netlist.area_leader.share = 0.662
ys_cells = 5704
postSynthSeqShare = 0.726
synth-edff-count = 2048
synth_cell_type_count = 81
async_flop_share = 0.0975
ys_warn_count = 5
netlist_area_um2 = 92900
ys_chip_area_um2 = 92900

[cts]
cts_max_level = 4
clkTransAtPathRegs_ns = 0.06
cts_resized = 0
clock_sinks = 2287
ctsHoldBuffers = 0
insertion_delay_ns = 0.90
cts-root-buf = "clkbuf_16"
cts_made_buffers = 223
post-cts-setup-buffer-count = 0
cts_tree = "yes"
cts_buffer_depth = 3

[pwr]
peakVddDrop_uv = 39.3
p_leak_uw = 0.0299
p_per_area_nw_per_um2 = 45.5

[timing]
drv_slew = 0
tightest_slew_ns = 1.07
hold_violations = 0
fin_crit_ns = 10.18
tns_ns = 0
slew-limit-headroom = 0.278
finalClockPeriodUsage = 0.264
setup_viol = 0
timing.fmax_ghz = 0.0982
rsz0062_at_grt = "no"
fin_skew_ns = 0.0841
hold-worst-slack_ns = 0.397

[placement]
dp_hpwl_um = 172000
gp_congestion = 0.979
dpl_cell_area_um2 = 98300
dp.cells = 8738
port_buffers = 53

[floorplanning]
die.size.y_um = 484
die_w_um = 484
placementRows = 176
initial_utilization = 0.403
io_pins = 54
core_area_um2 = 230000
chipArea_um2 = 234000

[global_route]
grt_pass1_vias = 56800
overflow = 0
grt_pass1_wl_um = 410000
grt_max_degree = 88
grt_use_total = 0.266
antenna_found_initial = 14

[worst_setup_path]
arrival_ns = 2.48
worstSetupPathType = "flip-flop to primary output"
cp-end-kind = "primary output"
worstPathRequired_ns = 30.80
start_kind = "flip-flop"
worstPathMaxFanout = 19

[worst_hold_path]
hold_path.class = "flip-flop to flip-flop"

[layout]
drive_gt1_frac = 0.180
area_growth_pct = 13.2
stdcell_count = 9157
design_area_um2 = 105000
final_util = 0.456
fillers = 19300

[job]
drv_cap = 0
warnings = 30

[routing]
routed_via_density = 5.94
first_pass_iters = 7
detail-route-antenna-nets = 0
wl_per_cell_um = 31.1
vias = 54400
wirelength_um = 285000
drt-initial-drc-count = 3859
drc_errors = 0

[outcome]
status = "complete, no violations"
==> stage by stage <==
step	power (uW)	setup slack, ns
floorplan	2750	24.75
global placement	2760	27.89
detailed placement	2760	27.83
CTS	4810	28.21
global route	4910	28.17
finish	4780	28.32
==> worst max-delay path, stage by stage, from the launching register on <==
cell,delay [ns]
dfrtp_1,0.83
inv_1,0.28
clkdlybuf4s50_1,0.47
==> path summary, 6_finish.rpt <==
check | start | depth (start not counted) | slack [ns] | end
max | section_min_max_.o_valid | 2 | 28.32 | i_ready
min | min_max_buffer_.state[6] | 1 | 0.40 | min_max_buffer_.state[1]
max reg2reg | min_max_buffer_.buffer_ad[2] | 10 | 33.09 | min_max_buffer_.ram_.read_data[9]
min reg2reg | min_max_buffer_.state[6] | 1 | 0.40 | min_max_buffer_.state[1]
max in group asynchronous | reset | 5 | 28.81 | position_to_array.array[9]
min in group asynchronous | reset | 2 | 7.28 | pcm_position_.data[8]
==> power by group <==
| group | internal, uW | total [uW] | switching [uW] | leakage (uW) |
|---|---|---|---|---|
| clock | 1130 | 2070 | 942 | 0.00333 |
| sequential | 2670 | 2680 | 5.46 | 0.0170 |
| combinational | 19.0 | 34.5 | 15.5 | 0.00958 |
==> kinds of logic (layout without fill, tap and decap cells) <==
family	Yosys count	after routing
AND-OR/OR-AND	1227	1227
other	0	8
XOR/XNOR	32	32
adder cells (fa/ha/maj)	121	121
AND/OR/NAND/NOR	893	893
multiplexers	672	672
buffers and inverters	472	891
flip-flops	2287	2287
==> synthesized netlist by cell type, types with 45 or more instances <==
cell	number
clkbuf_1	152
nand2_1	283
buf_2	118
edfxtp_1	2048
buf_4	45
nor3_1	46
a22oi_1	66
o22ai_1	81
mux2_2	175
nor2_1	381
a21oi_1	281
inv_1	100
o21ai_0	156
ha_1	120
dfrtp_1	187
mux4_2	168
mux2i_1	299
a221oi_1	277
==> placed cells by master (no fill, tap or decap), drive strengths merged, types with 44 or more instances in the layout <==
| cell type | instances |
|---|---|
| nor2 | 382 |
| o22ai | 81 |
| a221oi | 279 |
| a22oi | 66 |
| edfxtp | 2048 |
| ha | 120 |
| mux2i | 299 |
| clkbuf | 295 |
| clkinv | 92 |
| a211oi | 44 |
| a21oi | 283 |
| o21ai | 190 |
| nand2 | 283 |
| mux4 | 168 |
| clkdlybuf4s50 | 53 |
| buf | 324 |
| mux2 | 205 |
| nor3 | 49 |
| dfrtp | 187 |
| inv | 114 |
==> layer usage <==
metal  up-vias  share of wire  track usage
met5         -         0.0022       0.0212
met4        28          0.044       0.0929
met3       618           0.17        0.203
met2      3446           0.45        0.373
met1     27100           0.33        0.317
li1      23200              -            -
==> state kept, by name (all words and copies together) (netlist names), 14 cells and up <==
name                                      count
min_max_buffer_.o_value                      16
min_max_buffer_.min_value                    16
min_max_buffer_.max_value                    16
min_max_buffer_.buffer_wd                    16
min_max_buffer_.ram_.mem                   2048
min_max_buffer_.ram_.read_data               16
pcm_position_.data                           16
position_to_array.array                      32
section_min_max_.o_min_value                 16
position_to_array.peak_hold_sample_count     14
section_min_max_.o_max_value                 16
==> final cells by class <==
cell class                      instances  area (um2)  area share
Antenna cell                            8        20.0    0.000190
Clock buffer                          295        5910      0.0562
Sequential cell                      2287       67500       0.642
Timing Repair Buffer                  377        3040      0.0289
Inverter                              103         407     0.00387
Clock inverter                        116         948     0.00902
Tap cell                             3026        3790      0.0360
Multi-Input combinational cell       2945       23500       0.224
Power is estimated from default activity; no workload was simulated.
